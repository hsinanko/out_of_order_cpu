## /design/flow/design.v

```verilog
`timescale 1ns / 1ps
package instruction_pkg;
    typedef enum logic [3:0]{
        ADD,
        SUB,
        XOR,
        OR,
        AND,
        SLL,
        SRL,
        SRA,
        SLT,
        SLTU
    } ALUFunctions;
    typedef enum logic [2:0]{
        ALU_ADD_SUB = 'h0,
        ALU_XOR     = 'h4,
        ALU_OR      = 'h6,
        ALU_AND     = 'h7,
        ALU_SLL     = 'h1,
        ALU_SRA_SLL = 'h5,
        ALU_SLT     = 'h2,
        ALU_SLTU    = 'h3
    }ALU_FUNCT3;
    typedef enum logic [2:0]{
        LB  = 'h0,
        LH  = 'h1,
        LW  = 'h2,
        LBU = 'h4,
        LHU = 'h5
    }LOAD_FUNCT3;
    typedef enum logic [2:0]{
        SB = 'h0,
        SH = 'h1,
        SW = 'h2
    }STORE_FUNCT3;
    typedef enum logic [2:0]{
        BEQ  = 'h0, 
        BNE  = 'h1, 
        BLT  = 'h4, 
        BGE  = 'h5, 
        BLTU = 'h6, 
        BGEU = 'h7
    } BRANCH_FUNCT3;
    typedef enum logic [6:0] {
       LOAD     = 'b0000011,
       OP_IMM   = 'b0010011,
       STORE    = 'b0100011,
       OP       = 'b0110011,
       LUI      = 'b0110111,
       AUIPC    = 'b0010111,
       JAL      = 'b1101111,
       JALR     = 'b1100111,
       BRANCH   = 'b1100011,
       SYSTEM   = 'b1110011
    } OPCODE;
 endpackage
`timescale 1ns / 1ps
package parameter_pkg;
    parameter ADDR_WIDTH = 32;
    parameter DATA_WIDTH = 32;
    parameter NUM_ROB_ENTRY = 32;
    parameter ROB_WIDTH = $clog2(NUM_ROB_ENTRY);
    parameter ARCH_REGS = 32;
    parameter NUM_RS_ENTRIES = 32;
    parameter PHY_REGS = 64;     
    parameter PHY_WIDTH = $clog2(PHY_REGS);
    parameter BTB_ENTRIES = 16;
    parameter BTB_WIDTH = $clog2(BTB_ENTRIES);
    parameter FIFO_DEPTH = 16;
    parameter QUEUE = 16;         
    parameter RS_WIDTH = $clog2(NUM_RS_ENTRIES);
    parameter FREE_REG = PHY_REGS - ARCH_REGS;  
    parameter INSTR_ADDRESS = 32'h0000_0000;
    parameter DATA_ADDRESS  = 32'h0000_1000;
    parameter INSTR_MEM_SIZE = (DATA_ADDRESS - INSTR_ADDRESS);  
    parameter DATA_MEM_SIZE = (32'h0000_8000);  
    parameter BOOT_PC       = INSTR_ADDRESS;
endpackage
`timescale 1ns / 1ps
package register_pkg;
    typedef enum logic [4:0]{
        x0, x1, x2, x3, x4, x5, x6, x7, x8, x9,
        x10, x11, x12, x13, x14, x15, x16, x17, x18, x19,
        x20, x21, x22, x23, x24, x25, x26, x27, x28, x29,
        x30, x31
    }architected_reg_t;
    typedef enum logic [4:0]{
        zero, ra,  
        sp, gp, tp,  
        t0, t1, t2,  
        s0, s1,  
        a0, a1, a2, a3, a4, a5, a6, a7,  
        s2, s3, s4, s5, s6, s7, s8, s9, s10, s11,  
        t3, t4, t5, t6  
    }register_t;
    typedef enum logic [5:0]{
        r0, r1, r2, r3, r4, r5, r6, r7, r8, r9,
        r10, r11, r12, r13, r14, r15, r16, r17, r18, r19,
        r20, r21, r22, r23, r24, r25, r26, r27, r28, r29,
        r30, r31, r32, r33, r34, r35, r36, r37, r38, r39,
        r40, r41, r42, r43, r44, r45, r46, r47, r48, r49,
        r50, r51, r52, r53, r54, r55, r56, r57, r58, r59,
        r60, r61, r62, r63
    }physical_reg_t;
endpackage
`timescale 1ns/1ps
import instruction_pkg::*;
module BranchUnit #(parameter ADDR_WIDTH = 32, DATA_WIDTH = 32)(
    input logic [ADDR_WIDTH-1:0] instruction_addr,
    input logic [DATA_WIDTH-1:0] rs1_data_branch,
    input logic [DATA_WIDTH-1:0] rs2_data_branch,
    input logic [6:0] opcode,
    input logic [ADDR_WIDTH-1:0] immediate,
    input logic [2:0] funct3,
    input logic predict_taken,
    input logic [ADDR_WIDTH-1:0] predict_target,
    output logic mispredict,
    output logic actual_taken,
    output logic [ADDR_WIDTH-1:0] actual_target,
    output logic [ADDR_WIDTH-1:0] update_pc,
    output logic [ADDR_WIDTH-1:0] nextPC,
    output logic isJump
);
    logic [ADDR_WIDTH-1:0]branchTarget, jalTarget, jalrTarget;
    assign branchTarget = instruction_addr + immediate;
    assign jalTarget    = branchTarget;
    assign jalrTarget   = (rs1_data_branch + immediate);
    assign nextPC       = (opcode == JALR || opcode == JAL) ? (instruction_addr + 32'h4) : 'h0;
    always_comb begin
        if(opcode == BRANCH)begin
            case(funct3)
                BEQ: actual_taken  = (rs1_data_branch == rs2_data_branch) ? 1 : 0;
                BNE: actual_taken  = (rs1_data_branch != rs2_data_branch) ? 1 : 0;
                BLT: actual_taken  = (rs1_data_branch < rs2_data_branch) ? 1 : 0;
                BGE: actual_taken  = (rs1_data_branch >= rs2_data_branch) ? 1 : 0;
                BLTU: actual_taken = ($unsigned(rs1_data_branch) < $unsigned(rs2_data_branch)) ? 1 : 0;
                BGEU: actual_taken = ($unsigned(rs1_data_branch) >= $unsigned(rs2_data_branch)) ? 1 : 0;
                default: actual_taken = 0;
            endcase
        end
        else if(opcode == JAL || opcode == JALR) begin
            actual_taken = 1;
        end
        else begin
            actual_taken = 0;
        end
    end
    assign isJump = (opcode == JAL || opcode == JALR);
    always_comb begin
        update_pc = instruction_addr;
        if(opcode == JALR)
            actual_target = jalrTarget;
        else if(opcode == JAL)
            actual_target = jalTarget;
        else begin
            if(actual_taken)
                actual_target = branchTarget;
            else
                actual_target = instruction_addr + 'h4;
        end
    end
    assign mispredict = (actual_target != predict_target) || (actual_taken != predict_taken);
endmodule
```

## /design/flow/run.sh

```bash
#!/bin/bash
# OpenROAD 26Q1-2900-gdf79404cd8, Yosys 0.63+post, stock flow scripts
make -C /OpenROAD-flow-scripts/flow DESIGN_CONFIG=/design/flow/config.mk WORK_HOME=/design/flow/orfs finish
```

## /design/flow/config.mk

```make
export PLATFORM = sky130hd
export DESIGN_NAME = BranchUnit
export DESIGN_NICKNAME = BranchUnit
export VERILOG_FILES = /design/flow/design.v
export SDC_FILE = /design/flow/constraint.sdc
export NUM_CORES = 4
export LEC_CHECK = 1
export CORE_UTILIZATION = 30
```

## /design/flow/constraint.sdc

```tcl
current_design BranchUnit

set clk_period 22.8
set clk_io_pct 0.2

create_clock -name clk0 -period $clk_period

set non_clock_inputs [all_inputs -no_clocks]
set_input_delay [expr $clk_period * $clk_io_pct] -clock clk0 $non_clock_inputs
set_output_delay [expr $clk_period * $clk_io_pct] -clock clk0 [all_outputs]
```

==> Changelog: implementation <==
### Physical design

* Global-route usage over all layers at 24.2%
* Crit. Startpoint: opcode[6]
* Commonest cells post-synth: nand2_1 (97), ha_1 (95), a21oi_1 (85)
* Post-Syn Area at 0.00678 mm2
* Vias at 8273
* DRT Pass-1 Iters at 26
* Flop Count at 0
* FF+latch area at 0 um2
* Worst-path maximum fanout at 49
* Yosys synthesis chip area at 0.00678 mm2
* Die Ht at 152 um
* Max-cap violation count at 0
* Synth Area per Inst at 6.76 um2
* Slew headroom at 37.6%
* Core Area at 0.0220 mm2
* Vias in the first global route at 7520
* Worst Path Required at 18.24 ns
* Global-route wire length before repair at 43.4 mm
* CP Launch Type: input port
* Final setup vio count at 0
* Run status: finished, final reports clean
* RSZ-0062 raised after global routing: no
* Routed len/inst at 19.3 um
* P_leak at 3.84 nW
* Initial antenna violation count at 1
* Synth Warn # at 1
* Post CTS Setup Buffer Count at 0
* Die Width at 152 um
* Achievable Freq at 67.3 MHz
* Worst Max-Slew Pin Slew at 0.936 ns
* WS Path Type: in -> out
* Placed Cells at 1499
* Cts repair resizes at 0
* Core Util at FP at 30.8%
* Final count of hold timing violations at 0
* Top-area cell share at 17.5%
* Post-Syn Instances at 1004
* Post-DP HPWL at 25.1 mm
* VDD IR max at 0.00782 mV
* Placed Area at 0.00950 mm2
* IO Pins at 270
* Clock buffers at 0
* Most frequent cell after synthesis: nand2_1
* Detailed-route DRC error count at 0
* Distinct lib cells used at 82
* Synth-to-Final Area Change at 40.0%
* Layout cell share with drive strength beyond 1 at 1.97%
* Die area at 0.0232 mm2
* ANT nets after route at 0
* Setup TNS at 0 ns
* # port buffers at 270
* GRT Residual Overflow at 0
* Post-synth area hogs: ha_1 (18%), xnor2_1 (9.0%), a21oi_1 (6.3%), nand2_1 (5.4%), xor2_1 (4.6%)
* Via density at 5.52
* Fin area at 0.00950 mm2
* Time the worst path needs with I/O delays and setup at 14.86 ns
* Hold crit path type: in -> out
* Hold_buf cts at 0
* Row Count at 54
* Power density over the cells at 22.4 mW/mm2
* Final Cycle Share at 65.2%
* Cell taking the most area after synthesis: ha_1
* Post-Layout Cell Count at 1500
* Post-synth seq share at 0%
* Tool warnings at 32
* Logic area at 0.00621 mm2
* Fillers at 2254
* Critical Path End Type: primary output
* GPL Wtd Cong at 0.979
* Worst hold start: instruction_addr[30]
* Cells in synth_stat.txt at 1004
* Max Transition Viols Final at 0
* Largest net degree at the start of global routing at 50
* DR iter-0 viols at 493
* Final WL at 28.9 mm
* CP arrival at 10.30 ns
cell usage in the layout (no fill, tap or decap), types with 25 or more instances in the layout:
master           instances
and3_1                  25
nand2_1                 96
nor2_1                  78
xnor2_1                 70
nand3_1                 39
nor3_1                  34
o21ai_0                 58
ha_1                    95
clkdlybuf4s50_1        270
a21oi_1                 85
xor2_1                  36
inv_1                   56
per-stage QoR:
stage | utilization, % | setup WS, ns | total power, mW | hold WS [ns]
6_report | 43.1 | 7.94 | 0.213 | 10.05
5_1_grt | 43.1 | 7.47 | 0.232 | 10.08
4_1_cts | 43.1 | 8.01 | 0.211 | 10.06
3_5_place_dp | 43.1 | 8.00 | 0.209 | 10.06
3_3_place_gp | 43.1 | 8.17 | 0.210 | 10.05
2_1_floorplan | - | 10.46 | 0.121 | 9.13
kinds of logic (layout without fill, tap and decap cells):
group / Yosys count / count (layout) / share of synthesized area [%]
simple gates: 371 / 371 / 27.4
compound gates: 304 / 304 / 30.6
buf+inv: 115 / 330 / 8.58
xor+xnor: 106 / 106 / 13.7
fa+ha+maj: 97 / 97 / 18.1
mux: 11 / 11 / 1.62
other cells: 0 / 1 / 0
critical path: stages:
cell and delay (ns):
clkdlybuf4s50_1 0.40, nand4_1 0.22, or3b_2 0.58, inv_1 0.43, nor3b_1 0.58, o311ai_0 0.32
o41a_2 0.25, nand2_4 0.43, clkinv_2 0.58, mux2i_1 0.43, o211a_1 0.17, o2111a_1 0.18
nand4_1 0.13, nor4_2 0.41, nand4_1 0.14, clkdlybuf4s50_1 0.43
final cells by class:
type	instances	share of cell area [%]
antenna	1	0.0263
timing repair buffer	273	28.7
inverter	57	2.27
multi-input combinational	889	65.3
tap	280	3.69
worst paths after layout:
| path | endpoint | slack (ns) | cells after the start |
|---|---|---|---|
| worst max-delay path | mispredict | 7.94 | 16 |
| worst min-delay path | update_pc[30] | 10.05 | 2 |
power breakdown:
part / switching [mW] / leakage [nW] / total (mW) / internal (mW)
clock: 0 / 0.00000634 / 0.00000000587 / 0.00000000586
combinational: 0.112 / 3.84 / 0.213 / 0.101
sequential: 0 / 0 / 0 / 0
total: 0.112 / 3.84 / 0.213 / 0.101
routing by layer:
metal / vias to the layer above / GRT usage [%] / routed length, um
li1: 4144 / - / -
met1: 3797 / 36.4 / 13800
met2: 312 / 37.3 / 12400
met3: 20 / 3.65 / 2250
met4: 0 / 3.35 / 415
met5: - / 0 / 0
Power is estimated from default activity; no workload was simulated.
