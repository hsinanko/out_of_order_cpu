--- flow/config.mk ---
export PLATFORM = sky130hd
export DESIGN_NAME = FreeEntry
export DESIGN_NICKNAME = FreeEntry
export VERILOG_FILES = /design/flow/design.v
export SDC_FILE = /design/flow/constraint.sdc
export NUM_CORES = 4
export LEC_CHECK = 1
export CORE_UTILIZATION = 40
--- flow/constraint.sdc ---
current_design FreeEntry

set clk_period 3.0
set clk_io_pct 0.2

create_clock -name clk0 -period $clk_period [get_ports {clk}]

set non_clock_inputs [all_inputs -no_clocks]
set_input_delay [expr $clk_period * $clk_io_pct] -clock clk0 $non_clock_inputs
set_output_delay [expr $clk_period * $clk_io_pct] -clock clk0 [all_outputs]
--- flow/design.v ---
`timescale 1ns / 1ps
package instruction_pkg;
    typedef enum logic [3:0]{
        ADD,
        SUB,
        XOR,
        OR,
        AND,
        SLL,
        SRL,
        SRA,
        SLT,
        SLTU
    } ALUFunctions;
    typedef enum logic [2:0]{
        ALU_ADD_SUB = 'h0,
        ALU_XOR     = 'h4,
        ALU_OR      = 'h6,
        ALU_AND     = 'h7,
        ALU_SLL     = 'h1,
        ALU_SRA_SLL = 'h5,
        ALU_SLT     = 'h2,
        ALU_SLTU    = 'h3
    }ALU_FUNCT3;
    typedef enum logic [2:0]{
        LB  = 'h0,
        LH  = 'h1,
        LW  = 'h2,
        LBU = 'h4,
        LHU = 'h5
    }LOAD_FUNCT3;
    typedef enum logic [2:0]{
        SB = 'h0,
        SH = 'h1,
        SW = 'h2
    }STORE_FUNCT3;
    typedef enum logic [2:0]{
        BEQ  = 'h0, 
        BNE  = 'h1, 
        BLT  = 'h4, 
        BGE  = 'h5, 
        BLTU = 'h6, 
        BGEU = 'h7
    } BRANCH_FUNCT3;
    typedef enum logic [6:0] {
       LOAD     = 'b0000011,
       OP_IMM   = 'b0010011,
       STORE    = 'b0100011,
       OP       = 'b0110011,
       LUI      = 'b0110111,
       AUIPC    = 'b0010111,
       JAL      = 'b1101111,
       JALR     = 'b1100111,
       BRANCH   = 'b1100011,
       SYSTEM   = 'b1110011
    } OPCODE;
 endpackage
`timescale 1ns / 1ps
package parameter_pkg;
    parameter ADDR_WIDTH = 32;
    parameter DATA_WIDTH = 32;
    parameter NUM_ROB_ENTRY = 32;
    parameter ROB_WIDTH = $clog2(NUM_ROB_ENTRY);
    parameter ARCH_REGS = 32;
    parameter NUM_RS_ENTRIES = 32;
    parameter PHY_REGS = 64;     
    parameter PHY_WIDTH = $clog2(PHY_REGS);
    parameter BTB_ENTRIES = 16;
    parameter BTB_WIDTH = $clog2(BTB_ENTRIES);
    parameter FIFO_DEPTH = 16;
    parameter QUEUE = 16;         
    parameter RS_WIDTH = $clog2(NUM_RS_ENTRIES);
    parameter FREE_REG = PHY_REGS - ARCH_REGS;  
    parameter INSTR_ADDRESS = 32'h0000_0000;
    parameter DATA_ADDRESS  = 32'h0000_1000;
    parameter INSTR_MEM_SIZE = (DATA_ADDRESS - INSTR_ADDRESS);  
    parameter DATA_MEM_SIZE = (32'h0000_8000);  
    parameter BOOT_PC       = INSTR_ADDRESS;
endpackage
`timescale 1ns / 1ps
package register_pkg;
    typedef enum logic [4:0]{
        x0, x1, x2, x3, x4, x5, x6, x7, x8, x9,
        x10, x11, x12, x13, x14, x15, x16, x17, x18, x19,
        x20, x21, x22, x23, x24, x25, x26, x27, x28, x29,
        x30, x31
    }architected_reg_t;
    typedef enum logic [4:0]{
        zero, ra,  
        sp, gp, tp,  
        t0, t1, t2,  
        s0, s1,  
        a0, a1, a2, a3, a4, a5, a6, a7,  
        s2, s3, s4, s5, s6, s7, s8, s9, s10, s11,  
        t3, t4, t5, t6  
    }register_t;
    typedef enum logic [5:0]{
        r0, r1, r2, r3, r4, r5, r6, r7, r8, r9,
        r10, r11, r12, r13, r14, r15, r16, r17, r18, r19,
        r20, r21, r22, r23, r24, r25, r26, r27, r28, r29,
        r30, r31, r32, r33, r34, r35, r36, r37, r38, r39,
        r40, r41, r42, r43, r44, r45, r46, r47, r48, r49,
        r50, r51, r52, r53, r54, r55, r56, r57, r58, r59,
        r60, r61, r62, r63
    }physical_reg_t;
endpackage
`timescale 1ns / 1ps
module FreeEntry #(parameter FIFO_DEPTH = 16)(
    input logic clk, 
    input logic rst,
    input logic flush,
    input logic valid,
    output logic is_empty,
    output logic is_full,
    output logic [$clog2(FIFO_DEPTH)-1:0] free_entry,
    input logic  retire_store_valid,
    input logic [$clog2(FIFO_DEPTH)-1:0] retire_entry
);
    logic [$clog2(FIFO_DEPTH)-1:0] FREEENTRY [0:FIFO_DEPTH-1]; 
    logic [$clog2(FIFO_DEPTH)-1:0] head;                          
    logic [$clog2(FIFO_DEPTH)-1:0] tail;                          
    logic [$clog2(FIFO_DEPTH):0] num_free;                      
    logic [$clog2(FIFO_DEPTH):0] num_free_tmp;           
    integer i;
    assign is_empty = (num_free == FIFO_DEPTH);
    assign is_full  = (num_free == 0);
    always_comb begin
        if(rst || flush) num_free_tmp = FIFO_DEPTH;
        else begin
            num_free_tmp = num_free;
            if(valid) num_free_tmp = num_free_tmp - 1;
            if(retire_store_valid) num_free_tmp = num_free_tmp + 1;
        end
    end
    always_ff @(posedge clk or posedge rst)begin
        if(rst)begin
            for (i = 0; i < FIFO_DEPTH; i = i + 1) begin 
                FREEENTRY[i] <= i; 
            end
            head         <= 0;
            tail         <= FIFO_DEPTH - 1;
            num_free <= FIFO_DEPTH;
        end
        else if(flush) begin
            for (i = 0; i < FIFO_DEPTH; i = i + 1) begin 
                FREEENTRY[i] <= i; 
            end
            head         <= 0;
            tail         <= FIFO_DEPTH - 1;
            num_free <= FIFO_DEPTH;
        end
        else begin
            num_free <= num_free_tmp;
            if(valid) begin
                head <= head + 1;
            end
            else begin
                head <= head;
            end
            if(retire_store_valid) begin
                FREEENTRY[tail+1] <= retire_entry; 
                tail                <= tail + 1;
            end
        end
    end
    assign free_entry = (valid) ? FREEENTRY[head] : 'hx; 
endmodule 
--- flow/run.sh ---
#!/bin/bash
# OpenROAD 26Q1-2900-gdf79404cd8, Yosys 0.63+post, stock flow scripts
make -C /OpenROAD-flow-scripts/flow DESIGN_CONFIG=/design/flow/config.mk WORK_HOME=/design/flow/orfs finish
==> out/metrics.csv <==
metric,value,unit
outcome,"complete, no violations",
ys cells,418,
final setup vio count,0,
Num Clock Sinks,77,
row count,36,
die height,104,µm
Clock Tree Root,clkbuf_8,
cts hold-fix bufs,0,
register bit total from synthesis,77,
GR Overflow Total,0,
syn_area_per_cell,9.89,µm²
CP peak stage delay,0.48,ns
vias in the first global route,3007,
Top area cell types,"dfrtp_1 24%, dfstp_2 24%, mux2i_1 13%, nor2_1 5.8%, ha_1 3.3%",
overall power,0.00240,W
"Worst Path Class, Setup",reg2out,
Pre-antenna DRT Iters,7,
crit-path cells,inv_4 -> ha_4 -> buf_4 -> a22oi_1 -> a211oi_1 -> a21oi_1 -> a31oi_1 -> clkdlybuf4s50_1,
tool warnings,33,
DR WL/cell,17.9,µm
"Slew Viols, Final",0,
Area Growth Syn to Fin,16.4,%
Yosys top cell area share,24.2,%
Port Buffers,14,
total routed wirelength,10.3,mm
top-count cell post-synth,nor2_1,
Yosys Chip Area,4140,µm²
Post-Synthesis Cell Area,4140,µm²
setup tns final,0,ns
Post-synth top flop,dfrtp_1,
vias per std cell,5.52,
global-route wire length before repair,16.3,mm
GR Util All Layers,20.0,%
drt initial violations,162,
period utilization,97.5,%
Chip Width,104,µm
largest net degree at the start of global routing,71,
Setup crit end kind,primary output,
core area,9910,µm²
post-route ant nets,0,
Hold Crit Class,reg2reg,
Inserted Clock Buffers,9,
Static Leakage,1.91,nW
# Max-Cap Violations,0,
power per cell area,499,nW/µm²
number of remaining DRC errors,0,
Final Hold Fails,0,
Arrival @ worst endpoint,2.32,ns
fmax,342,MHz
Setup Skew,0.00948,ns
count of library flops with an enable pin,0,
antenna cells,0,
Least-Margin Pin Slew,0.758,ns
htree depth,3,
share of cells above drive strength 1,23.9,%
"Seq share, synth",47.7,%
Synth async-reset ratio,100,%
RD Place Congestion,0.960,
"Slowest-stage cell, CP",clkdlybuf4s50_1,
Critical Path Source Type,flop,
most frequent cells after synthesis,"64 x nor2_1, 52 x mux2i_1, 40 x dfrtp_1",
Initial Util,41.7,%
Skew-Pair Late Insertion Delay,0.36,ns
"Min Clock Period, post-route",2.92,ns
clock-pin slew on the worst setup and hold paths,0.08,ns
worst-path maximum fanout,6,
VDD IR max,0.000242,V
clk buf depth,2,
CTS tree,done,
slew margin rel.,49.3,%
routed vias,3179,
Die Area,10700,µm²
Yosys top cell by area,dfrtp_1,
initial antenna violation count,0,
crit path DRT,2.40,ns
Yosys Warn Count,2,
synthesized instance count,418,
io pins,15,
post-DP HPWL,6.94,mm
Unique cell types,43,
==> worst max-delay path: cells and delay by family, from the launching register on <==
family          cells  cell delay (ns)
flops               1             0.46
compound gates      4             0.61
buf+inv             3             0.72
fa+ha+maj           1             0.19
==> logic make-up after synthesis <==
kind of cell,Yosys count,synth area share (%)
AND-OR/OR-AND,68,11.2
buffers and inverters,38,3.75
multiplexers,56,13.8
adder cells (fa/ha/maj),11,3.33
XOR/XNOR,15,3.18
AND/OR/NAND/NOR,153,17.1
flip-flops,77,47.7
==> final timing paths <==
path,slack (ns),endpoint,from,cells past startpoint
worst max-delay path,0.08,free_entry[0],head[1]$_DFFE_PP0P_,8
worst min-delay path,0.53,FREEENTRY[1][3]$_DFFE_PP0P_,FREEENTRY[1][3]$_DFFE_PP0P_,2
worst max register to register,0.68,FREEENTRY[2][3]$_DFFE_PP0P_,tail[0]$_DFFE_PP1P_,6
worst min register to register,0.53,FREEENTRY[1][3]$_DFFE_PP0P_,FREEENTRY[1][3]$_DFFE_PP0P_,2
max in group asynchronous,1.72,FREEENTRY[10][1]$_DFFE_PP1P_,rst,3
min in group asynchronous,0.59,num_free[2]$_DFF_PP0_,rst,2
==> layout by cell type, fill, tap and decap left out, drive strengths merged, types with 2 or more instances in the layout <==
master         Yosys  final
a211oi             3      3
a21oi             26     26
a221oi             3      3
a222oi             3      3
a22o               4      4
a22oi             11     11
a31o               2      2
and2               3      3
buf                6     25
clkbuf            23      9
clkdlybuf4s50      0     10
clkinvlp           0      4
dfrtp             40     40
dfstp             37     37
dlymetal6s2s       0      3
ha                11     11
inv                9     10
mux2               4      4
mux2i             52     52
nand2             35     35
nand2b             2      2
nand3              8      8
nand4              3      3
nor2              64     64
nor2b              3      3
nor3              30     30
o211ai             2      2
o21ai              6      6
o22ai              2      2
xnor2              6      6
xor2               9      9
==> layer usage <==
metal	GRT usage [%]	routed length (µm)	up-vias
li1	-	-	1502
met1	32.1	4980	1589
met2	29.2	4530	74
met3	4.10	566	14
met4	3.78	233	0
met5	0	0	-
==> where the power goes <==
group	internal, W	switching, W	leakage [nW]	total, W
clock network	0.000385	0.000405	0.0879	0.000790
logic	0.000213	0.000265	0.879	0.000477
registers	0.00109	0.0000433	0.939	0.00114
==> metrics by stage <==
step	instance area, µm²	hold slack [ns]	util, %	cells	setup WS [ns]
detailed placement	4440	0.515	44.8	551	0.123
global placement	4440	0.505	44.8	551	0.163
global route	4810	0.556	48.6	576	-0.0452
floorplan	4140	0.474	-	418	0.475
finish	4810	0.534	48.6	576	0.0760
CTS	4720	0.534	47.7	572	-0.00872
==> final cells by class <==
cell class	instances	area [µm²]
flip-flops and latches	77	1980
clock inverters	7	73.8
multi-input cells	303	2090
clock buffers	9	124
fillers	903	5100
inverters	9	36.3
well taps	133	166
repair buffers	38	350
==> state kept, by name, indices dropped and copies added, names as in the netlist <==
register	count
FREEENTRY	64
head	4
num_free	5
tail	4
==> repair_timing <==
action                                  4_1_cts  5_1_grt
endpoints found under the setup margin        4        4
gates resized                                10       21
pin swaps                                     2       15
setup buffers                                 5        4
Power is estimated from default activity; no workload was simulated.
