[flow/run.sh]
#!/bin/bash
# OpenROAD 26Q1-2900-gdf79404cd8, Yosys 0.63+post, stock flow scripts
make -C /OpenROAD-flow-scripts/flow DESIGN_CONFIG=/design/flow/config.mk WORK_HOME=/design/flow/orfs finish
[flow/config.mk]
export PLATFORM = sky130hd
export DESIGN_NAME = ALUControl
export DESIGN_NICKNAME = ALUControl
export VERILOG_FILES = /design/flow/design.v
export SDC_FILE = /design/flow/constraint.sdc
export NUM_CORES = 4
export LEC_CHECK = 1
export CORE_AREA = 10 10 70 70
export DIE_AREA = 0 0 80 80
[flow/constraint.sdc]
current_design ALUControl

set clk_period 1.5
set clk_io_pct 0.2

create_clock -name clk0 -period $clk_period

set non_clock_inputs [all_inputs -no_clocks]
set_input_delay [expr $clk_period * $clk_io_pct] -clock clk0 $non_clock_inputs
set_output_delay [expr $clk_period * $clk_io_pct] -clock clk0 [all_outputs]
[flow/design.v]
`timescale 1ns / 1ps
package instruction_pkg;
    typedef enum logic [3:0]{
        ADD,
        SUB,
        XOR,
        OR,
        AND,
        SLL,
        SRL,
        SRA,
        SLT,
        SLTU
    } ALUFunctions;
    typedef enum logic [2:0]{
        ALU_ADD_SUB = 'h0,
        ALU_XOR     = 'h4,
        ALU_OR      = 'h6,
        ALU_AND     = 'h7,
        ALU_SLL     = 'h1,
        ALU_SRA_SLL = 'h5,
        ALU_SLT     = 'h2,
        ALU_SLTU    = 'h3
    }ALU_FUNCT3;
    typedef enum logic [2:0]{
        LB  = 'h0,
        LH  = 'h1,
        LW  = 'h2,
        LBU = 'h4,
        LHU = 'h5
    }LOAD_FUNCT3;
    typedef enum logic [2:0]{
        SB = 'h0,
        SH = 'h1,
        SW = 'h2
    }STORE_FUNCT3;
    typedef enum logic [2:0]{
        BEQ  = 'h0, 
        BNE  = 'h1, 
        BLT  = 'h4, 
        BGE  = 'h5, 
        BLTU = 'h6, 
        BGEU = 'h7
    } BRANCH_FUNCT3;
    typedef enum logic [6:0] {
       LOAD     = 'b0000011,
       OP_IMM   = 'b0010011,
       STORE    = 'b0100011,
       OP       = 'b0110011,
       LUI      = 'b0110111,
       AUIPC    = 'b0010111,
       JAL      = 'b1101111,
       JALR     = 'b1100111,
       BRANCH   = 'b1100011,
       SYSTEM   = 'b1110011
    } OPCODE;
 endpackage
`timescale 1ns / 1ps
package parameter_pkg;
    parameter ADDR_WIDTH = 32;
    parameter DATA_WIDTH = 32;
    parameter NUM_ROB_ENTRY = 32;
    parameter ROB_WIDTH = $clog2(NUM_ROB_ENTRY);
    parameter ARCH_REGS = 32;
    parameter NUM_RS_ENTRIES = 32;
    parameter PHY_REGS = 64;     
    parameter PHY_WIDTH = $clog2(PHY_REGS);
    parameter BTB_ENTRIES = 16;
    parameter BTB_WIDTH = $clog2(BTB_ENTRIES);
    parameter FIFO_DEPTH = 16;
    parameter QUEUE = 16;         
    parameter RS_WIDTH = $clog2(NUM_RS_ENTRIES);
    parameter FREE_REG = PHY_REGS - ARCH_REGS;  
    parameter INSTR_ADDRESS = 32'h0000_0000;
    parameter DATA_ADDRESS  = 32'h0000_1000;
    parameter INSTR_MEM_SIZE = (DATA_ADDRESS - INSTR_ADDRESS);  
    parameter DATA_MEM_SIZE = (32'h0000_8000);  
    parameter BOOT_PC       = INSTR_ADDRESS;
endpackage
`timescale 1ns / 1ps
package register_pkg;
    typedef enum logic [4:0]{
        x0, x1, x2, x3, x4, x5, x6, x7, x8, x9,
        x10, x11, x12, x13, x14, x15, x16, x17, x18, x19,
        x20, x21, x22, x23, x24, x25, x26, x27, x28, x29,
        x30, x31
    }architected_reg_t;
    typedef enum logic [4:0]{
        zero, ra,  
        sp, gp, tp,  
        t0, t1, t2,  
        s0, s1,  
        a0, a1, a2, a3, a4, a5, a6, a7,  
        s2, s3, s4, s5, s6, s7, s8, s9, s10, s11,  
        t3, t4, t5, t6  
    }register_t;
    typedef enum logic [5:0]{
        r0, r1, r2, r3, r4, r5, r6, r7, r8, r9,
        r10, r11, r12, r13, r14, r15, r16, r17, r18, r19,
        r20, r21, r22, r23, r24, r25, r26, r27, r28, r29,
        r30, r31, r32, r33, r34, r35, r36, r37, r38, r39,
        r40, r41, r42, r43, r44, r45, r46, r47, r48, r49,
        r50, r51, r52, r53, r54, r55, r56, r57, r58, r59,
        r60, r61, r62, r63
    }physical_reg_t;
endpackage
`timescale 1ns/1ps
import instruction_pkg::*;
module ALUControl(
    input logic [6:0] opcode,
    input logic [6:0] funct7,
    input logic [2:0] funct3,
    output logic [3:0] alu_control
);
    always_comb begin
        if(opcode == OP)begin
            case(funct3)
                ALU_ADD_SUB: alu_control = (funct7[5]) ? SUB : ADD;
                ALU_XOR:     alu_control = XOR;
                ALU_OR:      alu_control = OR;
                ALU_AND:     alu_control = AND;
                ALU_SLL:     alu_control = SLL;
                ALU_SRA_SLL: alu_control = (funct7[5]) ? SRA: SRL;
                ALU_SLT:     alu_control = SLT;
                ALU_SLTU:    alu_control = SLTU;
                default:     alu_control = ADD;
            endcase
        end
        else if(opcode == OP_IMM)begin
            case(funct3)
                ALU_ADD_SUB: alu_control = ADD;  
                ALU_XOR:     alu_control = XOR;
                ALU_OR:      alu_control = OR;
                ALU_AND:     alu_control = AND;
                ALU_SLL:     alu_control = SLL;
                ALU_SRA_SLL: alu_control = (funct7[5]) ? SRA: SRL;
                ALU_SLT:     alu_control = SLT;
                ALU_SLTU:    alu_control = SLTU;
                default:     alu_control = ADD;
            endcase
        end
        else
            alu_control = ADD;
    end
endmodule
==> job_summary.md <==
### Flow metrics

| Metric | Value |
|---|---|
| CP Max Fanout | 2 |
| Antenna viol nets, final | 0 |
| Setup ws final | 0.0603 ns |
| DRT Wirelength | 618 µm |
| Area growth, synth to finish | 264% |
| F_max | 0.695 GHz |
| # hold bufs at CTS | 0 |
| Hold WS | 0.919 ns |
| Fin. max-slew vios | 0 |
| Synth warn | 1 |
| Startpoint types | input pin |
| Cell type with the largest total area | and3_1 |
| Max-cap viol count | 0 |
| Flip-flops | 0 |
| Floorplan Utilization | 2.64% |
| Placeable Area | 3420 µm² |
| 1st-pass router iterations | 2 |
| PwrDens | 156 nW/µm² |
| WP data required | 1.20 ns |
| Grt ovf | 0 |
| GRT Overall Usage | 1.69% |
| Register area | 0 µm² |
| DRC | 0 |
| Syn Std Cell Area | 90.1 µm² |
| Worst Hold Path EP | alu_control[0] |
| Vias in the first global route | 173 |
| IO Pins | 21 |
| HPWL after DPL | 514 µm |
| Die H | 80 µm |
| Vias per inst | 2.23 |
| Final setup viols | 0 |
| First-pass GRT wire length | 876 µm |
| Seq share, synth | 0% |
| Logic pwr share | 100.0% |
| Outcome | completed |
| Logic area | 125 µm² |
| Wirelength per Cell | 7.82 µm |
| Num rows | 21 |
| Register share of total power | 0% |
| Hold path cells | 5 |
| Switching portion of total power | 35.4% |
| Worst-Margin Slew | 0.230 ns |
| Clkbuf count | 0 |
| Most instantiated logic cell after routing | dlygate4sd2_1 |
| DP Worst Slack | -0.633 ns |
| # fillers | 409 |
| Netlist cell types | 10 |
| Pin count of the biggest net entering global routing | 4 |
| Peak supply drop | 0.0164 mV |
| Clock power frac | 0% |
| Yosys Instances | 14 |
| Final core occ | 9.60% |
| Tool warnings | 38 |
| Tcrit/Tclk final | 96.0% |
| Internal | 33.1 µW |
| Cells after synthesis | 14 |
| Chip area | 6400 µm² |
| Slew HR | 84.6% |
| Drt initial violations | 8 |
| Leakage | 0.152 nW |
| Fin. Hold Viols | 0 |
| Post-route setup TNS | 0 ns |
| Ant diodes | 0 |
| RSZ-0062 raised after global routing | no |
| Largest cells by area after synthesis | and3_1 (21%), nor4b_2 (17%), nor2b_1 (14%), mux2_2 (13%), nand2_1 (8.3%) |
| Placer Congestion | 0.756 |
| Layout cells sized above 1 | 57.6% |
| CP endpoint kind | primary output |
| Most frequent cells in the layout | dlygate4sd2_1 (6), buf_2 (5), buf_4 (4) |
| Initial antenna violation count | 0 |
| Chip width | 80 µm |
| Yosys chip area | 90.1 µm² |
| Critical path data arrival time | 1.14 ns |
| I/O Buffers | 15 |
| Mean Syn Cell Area | 6.43 µm² |
| Post-route minimum period | 1.44 ns |
| Hold path start | opcode[3] |
| Vias | 176 |
| Top-area cell share | 20.8% |
| Design Power | 51.2 µW |
| Switching power | 18.1 µW |
| WS Path Type | in2out |
| Hold Crit Class | in2out |
## power by group through the flow
| stage | clock (mW) | sequential, mW | combinational (mW) |
|---|---|---|---|
| final | 0 | 0 | 0.0512 |
| after global routing | 0 | 0 | 0.0551 |
| after CTS | 0 | 0 | 0.0446 |
## cells in the mapped netlist
cell type / number
a21oi_1: 1
and3_1: 3
mux2_2: 1
nand2_1: 2
nand2b_1: 1
nand3_1: 1
nor2_1: 1
nor2b_1: 2
nor4b_2: 1
o21ai_0: 1
## kinds of logic (layout without fill, tap and decap cells)
logic type / count (synthesis) / after routing / share of synthesized area (%)
AOI/OAI and AO/OA: 2 / 2 / 11.1
buffers and inverters: 0 / 19 / 0
muxes: 1 / 1 / 12.5
and+or+nand+nor: 11 / 11 / 76.4
## area by class of cell
cell class / instances / area share (%)
Multi-Input combinational cell: 14 / 38.2
Tap cell: 46 / 17.6
Timing Repair Buffer: 19 / 44.3
## per-layer routing
layer	part of all wire, %	vias up	GRT usage, %
li1	-	89	-
met1	38	77	1.98
met2	44	10	2.81
met3	18	0	0.909
met4	0	0	0
met5	0	-	0
## stage by stage
step                instance area (µm²)  cells
floorplan                          90.1     14
global placement                    320     78
detailed placement                  320     78
CTS                                 305     79
global route                        328     79
finish                              328     79
## how the worst max path moves through the flow
| stage | from | end | slack, ns | depth (start not counted) |
|---|---|---|---|---|
| CTS | funct3[2] | alu_control[0] | 0.03 | 6 |
| global route | opcode[3] | alu_control[2] | 0.009 | 5 |
| finish | opcode[3] | alu_control[2] | 0.06 | 5 |
## critical path: stages
cell and delay, ns:
buf_6 0.09, nor4b_4 0.29, and3_1 0.21, and3_1 0.15
buf_2 0.09
## repair_timing
item	CTS	global route
gates resized	35	11
setup endpoints to repair	4	4
pin swaps	8	4
endpoints found under the hold margin	0	0
buffers inserted	2	0
Power is estimated from default activity; no workload was simulated.
