==> design.v <==
`timescale 1ns / 1ps
package instruction_pkg;
    typedef enum logic [3:0]{
        ADD,
        SUB,
        XOR,
        OR,
        AND,
        SLL,
        SRL,
        SRA,
        SLT,
        SLTU
    } ALUFunctions;
    typedef enum logic [2:0]{
        ALU_ADD_SUB = 'h0,
        ALU_XOR     = 'h4,
        ALU_OR      = 'h6,
        ALU_AND     = 'h7,
        ALU_SLL     = 'h1,
        ALU_SRA_SLL = 'h5,
        ALU_SLT     = 'h2,
        ALU_SLTU    = 'h3
    }ALU_FUNCT3;
    typedef enum logic [2:0]{
        LB  = 'h0,
        LH  = 'h1,
        LW  = 'h2,
        LBU = 'h4,
        LHU = 'h5
    }LOAD_FUNCT3;
    typedef enum logic [2:0]{
        SB = 'h0,
        SH = 'h1,
        SW = 'h2
    }STORE_FUNCT3;
    typedef enum logic [2:0]{
        BEQ  = 'h0, 
        BNE  = 'h1, 
        BLT  = 'h4, 
        BGE  = 'h5, 
        BLTU = 'h6, 
        BGEU = 'h7
    } BRANCH_FUNCT3;
    typedef enum logic [6:0] {
       LOAD     = 'b0000011,
       OP_IMM   = 'b0010011,
       STORE    = 'b0100011,
       OP       = 'b0110011,
       LUI      = 'b0110111,
       AUIPC    = 'b0010111,
       JAL      = 'b1101111,
       JALR     = 'b1100111,
       BRANCH   = 'b1100011,
       SYSTEM   = 'b1110011
    } OPCODE;
 endpackage
`timescale 1ns / 1ps
package parameter_pkg;
    parameter ADDR_WIDTH = 32;
    parameter DATA_WIDTH = 32;
    parameter NUM_ROB_ENTRY = 32;
    parameter ROB_WIDTH = $clog2(NUM_ROB_ENTRY);
    parameter ARCH_REGS = 32;
    parameter NUM_RS_ENTRIES = 32;
    parameter PHY_REGS = 64;     
    parameter PHY_WIDTH = $clog2(PHY_REGS);
    parameter BTB_ENTRIES = 16;
    parameter BTB_WIDTH = $clog2(BTB_ENTRIES);
    parameter FIFO_DEPTH = 16;
    parameter QUEUE = 16;         
    parameter RS_WIDTH = $clog2(NUM_RS_ENTRIES);
    parameter FREE_REG = PHY_REGS - ARCH_REGS;  
    parameter INSTR_ADDRESS = 32'h0000_0000;
    parameter DATA_ADDRESS  = 32'h0000_1000;
    parameter INSTR_MEM_SIZE = (DATA_ADDRESS - INSTR_ADDRESS);  
    parameter DATA_MEM_SIZE = (32'h0000_8000);  
    parameter BOOT_PC       = INSTR_ADDRESS;
endpackage
`timescale 1ns / 1ps
package register_pkg;
    typedef enum logic [4:0]{
        x0, x1, x2, x3, x4, x5, x6, x7, x8, x9,
        x10, x11, x12, x13, x14, x15, x16, x17, x18, x19,
        x20, x21, x22, x23, x24, x25, x26, x27, x28, x29,
        x30, x31
    }architected_reg_t;
    typedef enum logic [4:0]{
        zero, ra,  
        sp, gp, tp,  
        t0, t1, t2,  
        s0, s1,  
        a0, a1, a2, a3, a4, a5, a6, a7,  
        s2, s3, s4, s5, s6, s7, s8, s9, s10, s11,  
        t3, t4, t5, t6  
    }register_t;
    typedef enum logic [5:0]{
        r0, r1, r2, r3, r4, r5, r6, r7, r8, r9,
        r10, r11, r12, r13, r14, r15, r16, r17, r18, r19,
        r20, r21, r22, r23, r24, r25, r26, r27, r28, r29,
        r30, r31, r32, r33, r34, r35, r36, r37, r38, r39,
        r40, r41, r42, r43, r44, r45, r46, r47, r48, r49,
        r50, r51, r52, r53, r54, r55, r56, r57, r58, r59,
        r60, r61, r62, r63
    }physical_reg_t;
endpackage
`timescale 1ns / 1ps
module FIFO #(parameter DATA_WIDTH = 32, FIFO_DEPTH = 16) (
    input logic clk,
    input logic rst,
    input logic flush,
    input logic write_en,
    input logic [DATA_WIDTH-1:0] write_data,
    input logic read_en,
    output logic [DATA_WIDTH-1:0] read_data,
    output logic full,
    output logic empty
);
    logic [DATA_WIDTH-1:0] fifo_mem [0:FIFO_DEPTH-1];
    logic [$clog2(FIFO_DEPTH):0] write_ptr, read_ptr;
    logic [$clog2(FIFO_DEPTH):0] fifo_count;
    assign full = (fifo_count == FIFO_DEPTH);
    assign empty = (fifo_count == 0);   
   always_ff @(posedge clk or posedge rst) begin
       if (rst) begin
           write_ptr <= 0;
           read_ptr <= 0;
           fifo_count <= 0;
       end 
       else if(flush)begin
            write_ptr <= 0;
            read_ptr <= 0;
            fifo_count <= 0;
       end
       else begin
           if (write_en && !full) begin
               fifo_mem[write_ptr] <= write_data;
               write_ptr <= write_ptr + 1;
           end
           if (read_en && !empty) begin
               read_data <= fifo_mem[read_ptr];
               read_ptr <= read_ptr + 1;
           end
           if(read_en && !empty && write_en && !full) begin
               fifo_count <= fifo_count;  
           end
           else if (write_en && !full) begin
               fifo_count <= fifo_count + 1;
           end
           else if (read_en && !empty) begin
               fifo_count <= fifo_count - 1;
           end
       end
   end
endmodule
`timescale 1ns/1ps
import typedef_pkg::*;
module StoreQueue #(parameter ADDR_WIDTH = 32, DATA_WIDTH = 32, FIFO_DEPTH= 16)(
    input logic clk,
    input logic rst,
    input logic flush,
    input logic wb_valid,
    input logic [DATA_WIDTH-1:0] wdata_wb,
    input logic [ADDR_WIDTH-1:0] waddr_wb,
    input  logic store_valid,
    output logic mem_write_en,
    output logic [ADDR_WIDTH-1:0]mem_waddr,
    output logic [DATA_WIDTH-1:0]mem_wdata
);
    FIFO #( .DATA_WIDTH(ADDR_WIDTH + DATA_WIDTH), .FIFO_DEPTH(FIFO_DEPTH) ) store_queue (
        .clk(clk),
        .rst(rst),
        .flush(flush),
        .write_en((flush) ? 1'b0 : wb_valid),
        .write_data({waddr_wb, wdata_wb}),
        .read_en(store_valid),
        .read_data({mem_waddr, mem_wdata}),
        .full(),
        .empty()
    );
    always@(posedge clk or posedge rst)begin
        if(rst)begin
            mem_write_en <= 1'b0;
        end
        else begin
            mem_write_en <= store_valid;
        end
    end
endmodule
==> run.sh <==
#!/bin/bash
# OpenROAD 26Q1-2900-gdf79404cd8, Yosys 0.63+post, stock flow scripts
make -C /OpenROAD-flow-scripts/flow DESIGN_CONFIG=/design/flow/config.mk WORK_HOME=/design/flow/orfs finish
==> config.mk <==
export PLATFORM = sky130hd
export DESIGN_NAME = StoreQueue
export DESIGN_NICKNAME = StoreQueue
export VERILOG_FILES = /design/flow/design.v
export SDC_FILE = /design/flow/constraint.sdc
export NUM_CORES = 4
export LEC_CHECK = 1
export CORE_UTILIZATION = 30
==> constraint.sdc <==
current_design StoreQueue

set clk_period 9.9
set clk_io_pct 0.2

create_clock -name clk0 -period $clk_period [get_ports {clk}]

set non_clock_inputs [all_inputs -no_clocks]
set_input_delay [expr $clk_period * $clk_io_pct] -clock clk0 $non_clock_inputs
set_output_delay [expr $clk_period * $clk_io_pct] -clock clk0 [all_outputs]
==> notes.md <==
The flow completed. Placer's final routability congestion estimate landed at 0.829. Clock tree buffer depth landed at 3. In this design, the critical path's most frequently occurring cell is sky130_fd_sc_hd__buf_4. After clock tree synthesis, the setup repair step added 0 buffers. The signal on the critical path passes through clkdlybuf4s50_1, nand2b_1, a21oi_1, nand4_1, nor2_4, buf_4, buf_4. The die is 375 um wide. For this run, asynchronously set or reset flops after synthesis account for 1.27%. The timing report gives the worst reg2reg path a setup slack of slightly below 6 ns. TritonCTS built the clock tree. Summed over its instances, the top area cell type makes up 78.3% of the synthesized netlist area.

Signal routing reaches up to met5. Post-CTS repair changed the size of 0 cells. Yosys cell count landed at between 2,000 and 2,500. The flow ran to the end, and the final reports show no timing, DRC or antenna violations. The finished layout holds 4,406 standard cells, fillers aside.

Of the total synthesized cell area, the portion taken by XOR and XNOR cells is less than 1%. The max-slew check reports its worst relative slack as ~37%. In this run the mean area of a mapped cell was around 17 um^2. Per the CTS log, the maximum H-tree level is 3. The script parses the final routing iteration and logs DRC violations as 0. For reference, simple AND, OR, NAND and NOR cells occupy under 10% of the area reported after synthesis. The chip area line in the Yosys stat output reads 41,700 um^2. Clock slew at the register clock pins of the worst setup and hold paths landed at about 0.07 ns. Via count of the routed design landed at 23,700. After routing the design area is 48,600 um^2.

The core region is 138,000 um^2. Total count of hold-check failures in the final report landed at 0. The number of antenna violations at the first check in global routing was 9.

Port buffering added 133 buffers. Total global-route track usage landed at 17.9%. The floorplan step set the die height to 375 um.

According to the floorplan report, the total die area is 141,000 um^2. The number of global-route vias before repair is 24,900. Clock tree synthesis selected as its root buffer the cell sky130_fd_sc_hd__clkbuf_16. Count of maximum capacitance violations landed at 0. The critical path is of the in -> reg type.

Per the timing report, the achievable frequency comes out to roughly 180 MHz. The analysis attributes to cell leakage a power of roughly 15 nW. Count of pins over their slew limit landed at 0. Wire length per cell after detailed routing landed at 26.9 um.

Data arrival time of the critical path landed at a little under 6 ns. Maximum number of pins on one net before global-route repair landed at about 120. Counting every instance in the synthesized netlist gives 2,399. Met2 layer wire length in the routed design landed at 57,400 um. The tool warning count for the run is 35. Per the synthesis report, the number of distinct cell types is 67. Final antenna-violating net count landed at 0. Setup-violating endpoint count in the final report landed at 0. Looking at area per cell type in the netlist, the leader is sky130_fd_sc_hd__edfxtp_1. Power spread over the standard cell area amounts to 229 nW/um^2.

Synthesized-area fraction occupied by ao, oa, aoi and oai cells landed at 12.6%. Overall routed net length landed at 119,000 um. The post-synth count of flops with an enable pin is 1,088. Relative to the synthesized area, the layout overhead comes to 16.5%.

Total negative slack landed at 0 ns. The first global-routing pass estimated 173,000 um of wire. Area fraction in full adders, half adders and majority gates landed at 0.408%.

The final timing summary puts the cycle share of the worst path at 55.5%. Slew of the pin with the lowest slew margin landed at about 0.94 ns. In the Yosys report, the sequential cells make up approximately 79% of the chip area.

First-pass iteration count of the detailed router landed at 6. Setup repair after global routing left no endpoint under its margin. Biggest cell delay along the critical path landed at about 0.74 ns.

Per the placement report, the placed cell count is 4,213. Mux cell area share after synthesis landed at under 10%. Layout cell share with drive strength beyond 1 landed at 10.8%.

Data required time at the worst endpoint landed at between 10 and 15 ns. Total power for the finished layout comes to 11.1 mW. The synthesis report lists the Yosys warning total as 4. Top-level port count landed at 134. STA lists the maximum fanout along the critical path as 32. Grouping non-sequential cells by family puts the most area in AND-OR/OR-AND gates. The final timing report derives a shortest allowable period of approximately 5.5 ns. For reference, the top cells by area after synthesis are sky130_fd_sc_hd__edfxtp_1 78%, sky130_fd_sc_hd__a22oi_1 2.6%, sky130_fd_sc_hd__a222oi_1 1.3%, sky130_fd_sc_hd__mux2i_1 1.2%, sky130_fd_sc_hd__a221oi_1 1.2%. Detailed placer's ending HPWL landed at 66,100 um. Met3 routed wirelength landed at 16,800 um. Post-synth the commonest register cell is sky130_fd_sc_hd__edfxtp_1. The most critical min-delay path falls under reg -> reg. Violation count after the first detailed-routing iteration landed at 1,869. Via density per instance landed at 5.37. The post-placement cell area is 45,100 um^2.

Fill cell instance count of the final layout landed at 12,500. Clock tree synthesis found a total of ~1,100 sinks. STA classifies the critical path startpoint as an input pin. The highest supply drop recorded on VDD is roughly 140 uV.

The mapped netlist covers between 40,000 and 50,000 um^2. Summed over all layers, the global routing overflow is 0. Number of buffers created by CTS landed at 107. Row generation in the floorplan step produced 136 rows. Post-route met1 wirelength landed at 41,900 um. For this design, the CTS-stage hold fixing added 0 buffers. At the floorplan stage, the core utilization is reported as a little under a third.

Smallest hold slack landed at approximately 0.55 ns. STA classifies the critical path endpoint as a flop. Number of synthesized register bits landed at 1,102. Worst-skew pair later-pin latency landed at 0.69 ns. Final clock skew landed at 0.0280 ns. The critical path's slowest stage uses the library cell sky130_fd_sc_hd__clkdlybuf4s50_1.
[placed cells by master (no fill, tap or decap), types with 22 or more instances in the layout]
cell                              instances
sky130_fd_sc_hd__nor2_1                  75
sky130_fd_sc_hd__o21ai_0                 48
sky130_fd_sc_hd__a221oi_1                56
sky130_fd_sc_hd__clkdlybuf4s50_1        133
sky130_fd_sc_hd__edfxtp_1              1088
sky130_fd_sc_hd__o211ai_1                22
sky130_fd_sc_hd__mux2_2                  23
sky130_fd_sc_hd__nand2_1                 79
sky130_fd_sc_hd__a222oi_1                55
sky130_fd_sc_hd__a21oi_1                 92
sky130_fd_sc_hd__a211oi_1                28
sky130_fd_sc_hd__a31oi_1                 54
sky130_fd_sc_hd__nand3_1                 63
sky130_fd_sc_hd__a22oi_1                142
sky130_fd_sc_hd__clkbuf_16              107
sky130_fd_sc_hd__mux2i_1                 49
sky130_fd_sc_hd__a22o_1                  37
sky130_fd_sc_hd__buf_4                   66
sky130_fd_sc_hd__clkbuf_1                25
[final cells by class]
cell class	count	area [um^2]	area share, %
diodes	1	2.50	0.00515
clock buffers	132	2770	5.70
clock inverters	60	698	1.44
inverters	19	71.3	0.147
multi-input cells	1097	7940	16.3
flip-flops and latches	1102	33000	67.9
well taps	1794	2240	4.62
repair buffers	201	1870	3.84
[sequential cells by signal, indices dropped and copies added (netlist names)]
name / count
store_queue.read_data: 64
mem_write_en: 1
store_queue.read_ptr: 4
store_queue.fifo_count: 5
store_queue.fifo_mem: 1024
store_queue.write_ptr: 4
[routing by layer]
| metal | GRT usage [%] | vias to the layer above |
|---|---|---|
| met5 | 1.03 | - |
| met4 | 3.20 | 17 |
| met3 | 11.5 | 178 |
| met2 | 28.1 | 1487 |
| met1 | 21.3 | 11700 |
| li1 | - | 10200 |
[cell families (layout without fill, tap and decap cells)]
group,after synthesis,in the layout
fa+ha+maj,13,13
simple gates,312,312
flops,1102,1102
xor+xnor,3,3
other cells,0,1
buf+inv,200,412
mux,75,75
compound gates,694,694
[synthesized netlist by cell type (all sizes together) (8+ instances only)]
cell type and instances:
edfxtp 1088, a22oi 142, buf 137, a21oi 92, nor2 84, nand2 79
nand3 63, a221oi 56, a222oi 55, a31oi 54, mux2i 49, o21ai 49
clkbuf 44, a22o 37, a211oi 28, mux2 23, o211ai 22, a32oi 19
o2bb2ai 19, and2 18, o22ai 18, inv 17, a311oi 16, a221o 14
and3 14, dfrtp 14, ha 12, a32o 11, nand3b 11, a2111oi 9
a41oi 9, nor2b 9, o32a 9, nand4 8
[worst max-delay path: cells and delay by family]
family | cells | cell delay [ns]
and+or+nand+nor | 3 | 1.52
buffers and inverters | 3 | 1.87
AOI/OAI and AO/OA | 1 | 0.42
[worst paths after layout]
path,from,to,cells after the start
worst max-delay path,flush,store_queue.fifo_mem[14][24]$_DFFE_PP_,7
worst min-delay path,store_queue.fifo_mem[0][57]$_DFFE_PP_,store_queue.read_data[57]$_DFFE_PP_,2
worst max register to register,store_queue.read_ptr[1]$_DFFE_PP0P_,store_queue.read_data[16]$_DFFE_PP_,9
worst min register to register,store_queue.fifo_mem[0][57]$_DFFE_PP_,store_queue.read_data[57]$_DFFE_PP_,2
max in group asynchronous,rst,store_queue.read_ptr[3]$_DFFE_PP0P_,2
min in group asynchronous,rst,store_queue.write_ptr[2]$_DFFE_PP0P_,2
[stage by stage]
stage | utilization, % | worst slack, ns
3_5_place_dp | 32.8 | 3.74
4_1_cts | 35.3 | 4.45
3_3_place_gp | 32.8 | 3.78
2_1_floorplan | - | 2.61
5_1_grt | 35.3 | 4.19
6_report | 35.3 | 4.41
[report_power, final]
| part | total, mW | leakage, nW | internal (mW) | switching (mW) |
|---|---|---|---|---|
| sequential | 5.31 | 9.98 | 5.26 | 0.0472 |
| clock | 4.05 | 1.70 | 2.33 | 1.72 |
| combinational | 1.75 | 2.91 | 0.558 | 1.19 |
| total | 11.1 | 14.6 | 8.15 | 2.96 |
Power is estimated from default activity; no workload was simulated.
