### design.v
`timescale 1ns / 1ps
package instruction_pkg;
    typedef enum logic [3:0]{
        ADD,
        SUB,
        XOR,
        OR,
        AND,
        SLL,
        SRL,
        SRA,
        SLT,
        SLTU
    } ALUFunctions;
    typedef enum logic [2:0]{
        ALU_ADD_SUB = 'h0,
        ALU_XOR     = 'h4,
        ALU_OR      = 'h6,
        ALU_AND     = 'h7,
        ALU_SLL     = 'h1,
        ALU_SRA_SLL = 'h5,
        ALU_SLT     = 'h2,
        ALU_SLTU    = 'h3
    }ALU_FUNCT3;
    typedef enum logic [2:0]{
        LB  = 'h0,
        LH  = 'h1,
        LW  = 'h2,
        LBU = 'h4,
        LHU = 'h5
    }LOAD_FUNCT3;
    typedef enum logic [2:0]{
        SB = 'h0,
        SH = 'h1,
        SW = 'h2
    }STORE_FUNCT3;
    typedef enum logic [2:0]{
        BEQ  = 'h0, 
        BNE  = 'h1, 
        BLT  = 'h4, 
        BGE  = 'h5, 
        BLTU = 'h6, 
        BGEU = 'h7
    } BRANCH_FUNCT3;
    typedef enum logic [6:0] {
       LOAD     = 'b0000011,
       OP_IMM   = 'b0010011,
       STORE    = 'b0100011,
       OP       = 'b0110011,
       LUI      = 'b0110111,
       AUIPC    = 'b0010111,
       JAL      = 'b1101111,
       JALR     = 'b1100111,
       BRANCH   = 'b1100011,
       SYSTEM   = 'b1110011
    } OPCODE;
 endpackage
`timescale 1ns / 1ps
package parameter_pkg;
    parameter ADDR_WIDTH = 32;
    parameter DATA_WIDTH = 32;
    parameter NUM_ROB_ENTRY = 32;
    parameter ROB_WIDTH = $clog2(NUM_ROB_ENTRY);
    parameter ARCH_REGS = 32;
    parameter NUM_RS_ENTRIES = 32;
    parameter PHY_REGS = 64;     
    parameter PHY_WIDTH = $clog2(PHY_REGS);
    parameter BTB_ENTRIES = 16;
    parameter BTB_WIDTH = $clog2(BTB_ENTRIES);
    parameter FIFO_DEPTH = 16;
    parameter QUEUE = 16;         
    parameter RS_WIDTH = $clog2(NUM_RS_ENTRIES);
    parameter FREE_REG = PHY_REGS - ARCH_REGS;  
    parameter INSTR_ADDRESS = 32'h0000_0000;
    parameter DATA_ADDRESS  = 32'h0000_1000;
    parameter INSTR_MEM_SIZE = (DATA_ADDRESS - INSTR_ADDRESS);  
    parameter DATA_MEM_SIZE = (32'h0000_8000);  
    parameter BOOT_PC       = INSTR_ADDRESS;
endpackage
`timescale 1ns / 1ps
package register_pkg;
    typedef enum logic [4:0]{
        x0, x1, x2, x3, x4, x5, x6, x7, x8, x9,
        x10, x11, x12, x13, x14, x15, x16, x17, x18, x19,
        x20, x21, x22, x23, x24, x25, x26, x27, x28, x29,
        x30, x31
    }architected_reg_t;
    typedef enum logic [4:0]{
        zero, ra,  
        sp, gp, tp,  
        t0, t1, t2,  
        s0, s1,  
        a0, a1, a2, a3, a4, a5, a6, a7,  
        s2, s3, s4, s5, s6, s7, s8, s9, s10, s11,  
        t3, t4, t5, t6  
    }register_t;
    typedef enum logic [5:0]{
        r0, r1, r2, r3, r4, r5, r6, r7, r8, r9,
        r10, r11, r12, r13, r14, r15, r16, r17, r18, r19,
        r20, r21, r22, r23, r24, r25, r26, r27, r28, r29,
        r30, r31, r32, r33, r34, r35, r36, r37, r38, r39,
        r40, r41, r42, r43, r44, r45, r46, r47, r48, r49,
        r50, r51, r52, r53, r54, r55, r56, r57, r58, r59,
        r60, r61, r62, r63
    }physical_reg_t;
endpackage
`timescale 1ns/1ps
import instruction_pkg::*;
module ALU #(parameter DATA_WIDTH = 32)(
    input  logic [DATA_WIDTH-1:0] rdata_1,    
    input  logic [DATA_WIDTH-1:0] rdata_2,    
    input  logic [3:0]            alu_control,  
    output logic [DATA_WIDTH-1:0] alu_result,   
    output logic                  zero_flag     
);
    always_comb begin
        case (alu_control)
            ADD:  alu_result = rdata_1 + rdata_2;
            SUB:  alu_result = rdata_1 - rdata_2;
            XOR:  alu_result = rdata_1 ^ rdata_2;
            OR:   alu_result = rdata_1 | rdata_2;
            SLL:  alu_result = rdata_1 << rdata_2;
            SRL:  alu_result = rdata_1 >> rdata_2;
            SRA:  alu_result = $signed(rdata_1) >>> rdata_2;
            SLT:  alu_result = ($signed(rdata_1) < $signed(rdata_2)) ? 1 : 0;
            SLTU: alu_result = ($unsigned(rdata_1) < $unsigned(rdata_2)) ? 1 : 0;
            default: alu_result = '0;  
        endcase
    end
    assign zero_flag = (alu_result == 0);
endmodule
### config.mk
export PLATFORM = sky130hd
export DESIGN_NAME = ALU
export DESIGN_NICKNAME = ALU
export VERILOG_FILES = /design/flow/design.v
export SDC_FILE = /design/flow/constraint.sdc
export NUM_CORES = 4
export LEC_CHECK = 1
export CORE_UTILIZATION = 40
### run.sh
#!/bin/bash
# OpenROAD 26Q1-2900-gdf79404cd8, Yosys 0.63+post, stock flow scripts
make -C /OpenROAD-flow-scripts/flow DESIGN_CONFIG=/design/flow/config.mk WORK_HOME=/design/flow/orfs finish
### constraint.sdc
current_design ALU

set clk_period 23.0
set clk_io_pct 0.2

create_clock -name clk0 -period $clk_period

set non_clock_inputs [all_inputs -no_clocks]
set_input_delay [expr $clk_period * $clk_io_pct] -clock clk0 $non_clock_inputs
set_output_delay [expr $clk_period * $clk_io_pct] -clock clk0 [all_outputs]
==> report_table.html <==
<p>Metrics extracted from the flow reports.</p>
<table>
<tr><th>Metric</th><th>Value</th></tr>
<tr><th colspan="2">STA</th></tr>
<tr><td>Final clock period utilization by the worst path</td><td>between 60 and 70%</td></tr>
<tr><td>Least-Margin Pin Slew</td><td>about 1.0 ns</td></tr>
<tr><td>Maximum frequency from static timing analysis</td><td>~64 MHz</td></tr>
<tr><td>Unrepaired setup endpoints after global routing</td><td>no</td></tr>
<tr><td>Relative slew margins</td><td>a little under a third</td></tr>
<tr><td>Setup TNS</td><td>0 ns</td></tr>
<tr><td>Number of setup violations in the final report</td><td>0</td></tr>
<tr><td>Final Max Slew Viols</td><td>0</td></tr>
<tr><td>Final tally of hold violations</td><td>0</td></tr>
<tr><td>Fin worst setup slack</td><td>approximately 7.3 ns</td></tr>
<tr><td>Minimum clock period</td><td>15.70 ns</td></tr>
<tr><th colspan="2">Yosys</th></tr>
<tr><td>Synth area leaders</td><td>mux4_2 13%, ha_1 11%, a21oi_1 6.0%</td></tr>
<tr><td>Sequential area share after synthesis</td><td>0%</td></tr>
<tr><td>Post-synthesis instance area</td><td>~10,000 um2</td></tr>
<tr><td>Area share of the largest cell type after synthesis</td><td>between 10% and 20%</td></tr>
<tr><td>Synthesized area per cell</td><td>6.92 um2</td></tr>
<tr><td>Unique cell types</td><td>about 90</td></tr>
<tr><td>Synthesis Warnings</td><td>1</td></tr>
<tr><td>Number of cell instances after yosys synthesis</td><td>1,512</td></tr>
<tr><td>Largest area contributor in the netlist</td><td>mux4_2</td></tr>
<tr><td>Chip area estimate from yosys synthesis</td><td>between 10,000 and 15,000 um2</td></tr>
<tr><td>Top cells by count, synth</td><td>148 x nand2_1, 139 x nor2_1, 126 x a21oi_1</td></tr>
<tr><td>Cells after synthesis</td><td>1,512</td></tr>
<tr><td>Most popular library cell in the synthesized design by count</td><td>nand2_1</td></tr>
<tr><th colspan="2">Worst setup path</th></tr>
<tr><td>Crit path launch type</td><td>input port</td></tr>
<tr><td>Worst setup path class</td><td>input port to primary output</td></tr>
<tr><td>Longest individual stage delay on the worst path</td><td>0.87 ns</td></tr>
<tr><td>Critical-path cell with the highest stage delay</td><td>clkdlybuf4s50_1</td></tr>
<tr><td>Cell breakdown of the critical path</td><td>clkdlybuf4s50_1, inv_1, ha_1, nor2b_1, or2_2, a221oi_1, and2_1, o31ai_1, xnor2_1, a2111oi_0, or4b_1, or4_1, or4_1, nor2_1, clkdlybuf4s50_1</td></tr>
<tr><td>Worst EP required</td><td>between 15 and 20 ns</td></tr>
<tr><td>Highest fanout seen on the critical path</td><td>13</td></tr>
<tr><td>Critical Path Sink Type</td><td>primary output</td></tr>
<tr><td>Endpoint arrival time on the critical path</td><td>~11 ns</td></tr>
<tr><th colspan="2">Route</th></tr>
<tr><td>Residual DRC count</td><td>0</td></tr>
<tr><td>Iteration tally of the first detailed-router pass</td><td>6</td></tr>
<tr><td>Vias per inst</td><td>approximately 7.2</td></tr>
<tr><td>Via count</td><td>between 10k and 15k</td></tr>
<tr><td>Per-cell routed wire length</td><td>about 32 um</td></tr>
<tr><td>DRT Wirelength</td><td>around 59,000 um</td></tr>
<tr><td>Post-route antenna net violation count</td><td>0</td></tr>
<tr><td>Number of DRC violations after detailed-routing iteration 0</td><td>approximately 1.6k</td></tr>
<tr><th colspan="2">Placed design</th></tr>
<tr><td>Tally of buffers added on design ports</td><td>101</td></tr>
<tr><td>Post-Place Cell Area</td><td>about 12,000 um2</td></tr>
<tr><td>Pre-CTS setup slack</td><td>roughly 7.6 ns</td></tr>
<tr><td>HPWL after detailed placement</td><td>roughly 46,000 um</td></tr>
<tr><td>Placer's final routability congestion estimate</td><td>1.15</td></tr>
<tr><td>Placed instance count</td><td>approximately 1.9k</td></tr>
<tr><th colspan="2">Clock tree</th></tr>
<tr><td>Postcts setup bufs</td><td>0</td></tr>
<tr><td>Cts repair resizes</td><td>0</td></tr>
<tr><td>Hold-fix buffers, CTS</td><td>0</td></tr>
<tr><th colspan="2">Cells and area</th></tr>
<tr><td>Combinational cell area excluding buffers and inverters</td><td>~9500 um2</td></tr>
<tr><td>Non-Filler Cell Area, Final</td><td>11,700 um2</td></tr>
<tr><td>Total area of sequential cells</td><td>0 um2</td></tr>
<tr><td>CLK BUF</td><td>0</td></tr>
<tr><td>Synthesis-to-layout area growth</td><td>11.5%</td></tr>
<tr><td>Number of sequential cells in the layout</td><td>0</td></tr>
<tr><td>Fin cells</td><td>1,860</td></tr>
<tr><td>Share of final-layout standard cells stronger than drive strength 1</td><td>between 10% and 20%</td></tr>
<tr><td>Fillers</td><td>~2.6k</td></tr>
<tr><td>Final core occ</td><td>46.0%</td></tr>
<tr><th colspan="2">Power</th></tr>
<tr><td>Standby leakage power</td><td>0.00462 uW</td></tr>
<tr><td>Pwr Density</td><td>~25 nW/um2</td></tr>
<tr><td>Internal power</td><td>108 uW</td></tr>
<tr><td>Worst vdd rail ir drop</td><td>just over 0.02 mV</td></tr>
<tr><td>Switching share of power</td><td>a little over three fifths</td></tr>
<tr><td>Switching pwr</td><td>around 180 uW</td></tr>
<tr><th colspan="2">Floorplan</th></tr>
<tr><td>Top-Level Pins</td><td>101</td></tr>
<tr><td>Die Size</td><td>26,800 um2</td></tr>
<tr><td>Floorplan die height</td><td>164 um</td></tr>
<tr><td>Placeable Area</td><td>between 20,000 and 30,000 um2</td></tr>
<tr><td>Width of the die</td><td>around 160 um</td></tr>
<tr><td>Floorplan-stage core utilization</td><td>41.2%</td></tr>
<tr><td>Number of cell rows</td><td>a little under 60</td></tr>
<tr><th colspan="2">Flow run</th></tr>
<tr><td>OpenROAD warning count</td><td>between 90 and 100</td></tr>
<tr><td>MaxCap Viol Count</td><td>0</td></tr>
<tr><th colspan="2">Global routing</th></tr>
<tr><td>First-pass GRT wire length</td><td>~86,000 um</td></tr>
<tr><td>Antenna violations before repair</td><td>2</td></tr>
<tr><td>GRT overflow</td><td>0</td></tr>
<tr><td>Vias in the first global route</td><td>about 12k</td></tr>
<tr><td>Global-route usage over all layers</td><td>~45%</td></tr>
<tr><td>Maximum number of pins on one net before global-route repair</td><td>roughly 67</td></tr>
<tr><th colspan="2">Status</th></tr>
<tr><td>Outcome</td><td>completed</td></tr>
<tr><th colspan="2">Worst hold path</th></tr>
<tr><td>Worst min path class</td><td>input port to primary output</td></tr>
<tr><td>Worst hold path depth</td><td>6</td></tr>
</table>
-- path summary, 6_finish.rpt --
path,startpoint,end,slack [ns]
worst min-delay path,rdata_2[3],alu_result[8],10.47
worst max-delay path,rdata_1[7],zero_flag,7.30
-- worst max-delay path: cells and delay by family --
family / cells / cell delay [ns]
buf+inv: 3 / 1.54
simple gates: 7 / 2.66
fa+ha+maj: 1 / 0.66
xor+xnor: 1 / 0.15
compound gates: 3 / 1.48
-- metal layers --
layer	wire, um	global-route usage [%]	part of all wire (%)
met4	3700	21.9	6.2
met3	7110	13.1	12
met2	25300	67.5	43
met1	23000	60.6	39
met5	92	1.89	0.16
-- power groups by stage --
stage	clock network, uW	logic [uW]	registers, uW
global route	0	303	0
CTS	0	278	0
-- per-stage QoR --
step,total power [uW],hold WS (ns)
4_1_cts,278,10.46
5_1_grt,303,10.52
3_3_place_gp,278,10.46
3_5_place_dp,276,10.46
2_1_floorplan,168,9.48
6_report,289,10.47
-- kinds of logic after synthesis --
kind of cell,after synthesis,synth area share (%)
AOI/OAI and AO/OA,497,32.9
and+or+nand+nor,546,25.8
buffers and inverters,234,9.15
xor gates and xnor gates,11,0.920
muxes,127,19.4
adders and majority gates,97,11.7
-- cells in the final DEF, fill, tap and decap left out, types with 15 or more instances in the layout --
| cell | Yosys | final |
|---|---|---|
| nor2b_1 | 16 | 16 |
| a21oi_1 | 126 | 126 |
| ha_1 | 95 | 95 |
| buf_4 | 6 | 52 |
| inv_1 | 98 | 98 |
| or4_1 | 15 | 15 |
| o21ai_0 | 73 | 73 |
| a211oi_1 | 32 | 32 |
| nand3_1 | 42 | 42 |
| nor2_1 | 139 | 139 |
| clkdlybuf4s50_1 | 0 | 96 |
| nor4_1 | 27 | 27 |
| o211ai_1 | 30 | 30 |
| nand2_1 | 148 | 148 |
| a31oi_1 | 31 | 31 |
| mux2i_1 | 52 | 52 |
| mux4_2 | 59 | 59 |
| nor3_1 | 54 | 52 |
-- final cells by class --
class	instances	share of cell area [%]
multi-input cells	1278	81.5
repair buffers	151	11.7
well taps	330	3.54
inverters	98	3.15
diodes	3	0.0643
Power and IR drop assume default switching activity.
