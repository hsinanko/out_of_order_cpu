==> /design/flow/design.v <==
`timescale 1ns / 1ps
package instruction_pkg;
    typedef enum logic [3:0]{
        ADD,
        SUB,
        XOR,
        OR,
        AND,
        SLL,
        SRL,
        SRA,
        SLT,
        SLTU
    } ALUFunctions;
    typedef enum logic [2:0]{
        ALU_ADD_SUB = 'h0,
        ALU_XOR     = 'h4,
        ALU_OR      = 'h6,
        ALU_AND     = 'h7,
        ALU_SLL     = 'h1,
        ALU_SRA_SLL = 'h5,
        ALU_SLT     = 'h2,
        ALU_SLTU    = 'h3
    }ALU_FUNCT3;
    typedef enum logic [2:0]{
        LB  = 'h0,
        LH  = 'h1,
        LW  = 'h2,
        LBU = 'h4,
        LHU = 'h5
    }LOAD_FUNCT3;
    typedef enum logic [2:0]{
        SB = 'h0,
        SH = 'h1,
        SW = 'h2
    }STORE_FUNCT3;
    typedef enum logic [2:0]{
        BEQ  = 'h0, 
        BNE  = 'h1, 
        BLT  = 'h4, 
        BGE  = 'h5, 
        BLTU = 'h6, 
        BGEU = 'h7
    } BRANCH_FUNCT3;
    typedef enum logic [6:0] {
       LOAD     = 'b0000011,
       OP_IMM   = 'b0010011,
       STORE    = 'b0100011,
       OP       = 'b0110011,
       LUI      = 'b0110111,
       AUIPC    = 'b0010111,
       JAL      = 'b1101111,
       JALR     = 'b1100111,
       BRANCH   = 'b1100011,
       SYSTEM   = 'b1110011
    } OPCODE;
 endpackage
`timescale 1ns / 1ps
package parameter_pkg;
    parameter ADDR_WIDTH = 32;
    parameter DATA_WIDTH = 32;
    parameter NUM_ROB_ENTRY = 32;
    parameter ROB_WIDTH = $clog2(NUM_ROB_ENTRY);
    parameter ARCH_REGS = 32;
    parameter NUM_RS_ENTRIES = 32;
    parameter PHY_REGS = 64;     
    parameter PHY_WIDTH = $clog2(PHY_REGS);
    parameter BTB_ENTRIES = 16;
    parameter BTB_WIDTH = $clog2(BTB_ENTRIES);
    parameter FIFO_DEPTH = 16;
    parameter QUEUE = 16;         
    parameter RS_WIDTH = $clog2(NUM_RS_ENTRIES);
    parameter FREE_REG = PHY_REGS - ARCH_REGS;  
    parameter INSTR_ADDRESS = 32'h0000_0000;
    parameter DATA_ADDRESS  = 32'h0000_1000;
    parameter INSTR_MEM_SIZE = (DATA_ADDRESS - INSTR_ADDRESS);  
    parameter DATA_MEM_SIZE = (32'h0000_8000);  
    parameter BOOT_PC       = INSTR_ADDRESS;
endpackage
`timescale 1ns / 1ps
package register_pkg;
    typedef enum logic [4:0]{
        x0, x1, x2, x3, x4, x5, x6, x7, x8, x9,
        x10, x11, x12, x13, x14, x15, x16, x17, x18, x19,
        x20, x21, x22, x23, x24, x25, x26, x27, x28, x29,
        x30, x31
    }architected_reg_t;
    typedef enum logic [4:0]{
        zero, ra,  
        sp, gp, tp,  
        t0, t1, t2,  
        s0, s1,  
        a0, a1, a2, a3, a4, a5, a6, a7,  
        s2, s3, s4, s5, s6, s7, s8, s9, s10, s11,  
        t3, t4, t5, t6  
    }register_t;
    typedef enum logic [5:0]{
        r0, r1, r2, r3, r4, r5, r6, r7, r8, r9,
        r10, r11, r12, r13, r14, r15, r16, r17, r18, r19,
        r20, r21, r22, r23, r24, r25, r26, r27, r28, r29,
        r30, r31, r32, r33, r34, r35, r36, r37, r38, r39,
        r40, r41, r42, r43, r44, r45, r46, r47, r48, r49,
        r50, r51, r52, r53, r54, r55, r56, r57, r58, r59,
        r60, r61, r62, r63
    }physical_reg_t;
endpackage
`timescale 1ns / 1ps
module FreeSlot #(parameter NUM_RS_ENTRIES = 8, TYPE = 0)(
    input logic clk, 
    input logic rst,
    input logic flush,
    input logic valid_0,
    input logic valid_1,
    output logic [$clog2(NUM_RS_ENTRIES)-1:0] free_0,            
    output logic [$clog2(NUM_RS_ENTRIES)-1:0] free_1,            
    input logic  return_slot_valid,
    input logic [$clog2(NUM_RS_ENTRIES)-1:0] return_slot
);
    logic [$clog2(NUM_RS_ENTRIES)-1:0] FREESLOT [0:NUM_RS_ENTRIES-1]; 
    logic [$clog2(NUM_RS_ENTRIES)-1:0] head;                          
    logic [$clog2(NUM_RS_ENTRIES)-1:0] tail;                          
    logic [$clog2(NUM_RS_ENTRIES):0] num_free;                      
    logic [$clog2(NUM_RS_ENTRIES):0] num_free_tmp;
    integer i;
    always_comb begin
        if(rst || flush) num_free_tmp = NUM_RS_ENTRIES;
        else begin
            num_free_tmp = num_free;
            if(return_slot_valid) num_free_tmp = num_free_tmp + 1;
            if(valid_0 && valid_1) num_free_tmp = num_free_tmp - 2;
            else if(valid_0 || valid_1) num_free_tmp = num_free_tmp - 1;
        end
    end
    always_ff @(posedge clk or posedge rst)begin
        if(rst)begin
            for (i = 0; i < NUM_RS_ENTRIES; i = i + 1) begin 
                FREESLOT[i] <= i; 
            end
            head     <= 0;
            tail     <= NUM_RS_ENTRIES - 1;
            num_free <= num_free_tmp;
        end
        else if(flush) begin
            for (i = 0; i < NUM_RS_ENTRIES; i = i + 1) begin 
                FREESLOT[i] <= i; 
            end
            head     <= 0;
            tail     <= NUM_RS_ENTRIES - 1;
            num_free <= num_free_tmp;
        end
        else begin
            if(valid_0 && valid_1) begin
                head     <= head + 2;
            end
            else if(valid_0 && !valid_1) begin
                head     <= head + 1;
            end
            else if(!valid_0 && valid_1) begin
                head     <= head + 1;
            end
            else begin
                head     <= head;
            end
            num_free <= num_free_tmp;
            if(return_slot_valid) begin
                FREESLOT[tail + 1] <= return_slot;  
                tail               <= tail + 1;
            end
        end
    end
    assign free_0 = (valid_0) ? FREESLOT[head] : 'hx; 
    assign free_1 = (valid_1) ? (valid_0 ? FREESLOT[head + 1] : FREESLOT[head]) : 'hx;
endmodule 
==> /design/flow/run.sh <==
#!/bin/bash
# OpenROAD 26Q1-2900-gdf79404cd8, Yosys 0.63+post, stock flow scripts
make -C /OpenROAD-flow-scripts/flow DESIGN_CONFIG=/design/flow/config.mk WORK_HOME=/design/flow/orfs finish
==> /design/flow/config.mk <==
export PLATFORM = sky130hd
export DESIGN_NAME = FreeSlot
export DESIGN_NICKNAME = FreeSlot
export VERILOG_FILES = /design/flow/design.v
export SDC_FILE = /design/flow/constraint.sdc
export NUM_CORES = 4
export LEC_CHECK = 1
export CORE_AREA = 10 10 111 111
export DIE_AREA = 0 0 121 121
==> /design/flow/constraint.sdc <==
current_design FreeSlot

set clk_period 3.4
set clk_io_pct 0.2

create_clock -name clk0 -period $clk_period [get_ports {clk}]

set non_clock_inputs [all_inputs -no_clocks]
set_input_delay [expr $clk_period * $clk_io_pct] -clock clk0 $non_clock_inputs
set_output_delay [expr $clk_period * $clk_io_pct] -clock clk0 [all_outputs]
==> qor.txt <==
status: finished clean
DR DRC count: 0
Clock Tree Root: clkbuf_8
register area: 772 um^2
Static Leakage: 1.02 nW
final worst-path cycle share: 0.954
first-pass GRT wire length: 7.80 mm
Total Neg Setup Slack: 0 ns
largest net degree at the start of global routing: 31
CTS Buf Count: 5
vias: 1613
Worst setup EP type: output port
Final Util: 0.242
Post-synth EDFFs: 0
fp util: 0.198
Max Clk Rate: 308 MHz
Unique cell types: 35
Synth Area per Inst: 9.21 um^2
initial antenna violation count: 0
IO Count: 15
Post-Syn Area: 1950 um^2
Routed WL: 4.86 mm
CORE AREA: 9860 um^2
CTS tree: built
clock sinks: 30
die y size: 121 um
count of tool warnings: 35
Hold Path Class: reg2reg
Clock Skew: 0.00250 ns
Yosys chip area: 1950 um^2
vias in the first global route: 1509
initial DRC count: 94
Critical Path RT: 2.72 ns
worst vdd ir: 150 uV
Synth Instances: 212
max-slew violations: 0
CP Max Fanout: 5
AO/OA Area Share: 0.165
Fillers: 1029
RePlAce Congestion: 0.904
Warnings, synthesis: 3
Post-DRT Antenna Nets: 0
Cells after DPL: 347
total die area: 14600 um^2
Mux area share: 0.0890
critical path class: reg2out
Post-synth seq share: 0.394
Post-synth regs: 30
Worst Max-Slew Pin Slew: 0.740 ns
Synth Area in Simple Gates: 0.178
Post-Layout Cell Count: 359
ratio of cells with drive above 1 in the final layout: 0.181
TritonRoute pass-1 iters: 5
clk slew on worst S/H paths: 0.06 ns
Adders+Majority by Area: 0.0961
XOR Share, Synth: 0.0275
fraction of registers with async set/reset: 1.00
Area Growth Syn to Fin: 22.1%
logic area: 1130 um^2
gr usage total: 0.0652
Rows: 36
Main logic family: simple AND/OR/NAND/NOR gates
wire per inst: 13.5 um
Max clock buf depth: 2
Worst setup SP type: flip-flop
clk latency of the worst-skew pair: 0.28 ns
Final Hold Fails: 0
# Cells Yosys: 212
CP arrival: 2.56 ns
PwrDens: 426 nW/um^2
Congestion Overflow GR: 0
Slew headroom: 0.505
H-tree depth: 2
Most common reg cell: dfstp_2
RSZ-0062 raised after global routing: false
cts hold-fix bufs: 0
I/O Buffers: 14
post-DP HPWL: 3.42 mm
max-cap check violation count: 0
final setup fails: 0
routed vias/inst: 4.49
fin crit period: 3.24 ns
die width: 121 um
diode count: 0
layout by cell type (no fill, tap or decap), types with 3 or more instances in the layout:
master,netlist,layout
ha_1,15,12
dfrtp_1,15,13
xnor2_1,3,3
nor2_1,13,13
a222oi_1,4,4
a22oi_1,8,8
clkbuf_8,0,6
a21oi_1,11,11
dfstp_2,15,15
mux2i_1,11,11
buf_4,1,4
a31oi_1,6,6
nand3_1,28,28
nand2_1,39,39
clkdlybuf4s50_1,0,14
inv_1,8,8
stage by stage:
| stage | worst slack, ns | cell area, um^2 | hold slack, ns | total power [mW] |
|---|---|---|---|---|
| 3_5_place_dp | 0.260 | 2210 | 0.493 | 0.695 |
| 5_1_grt | 0.0124 | 2380 | 0.520 | 1.08 |
| 3_3_place_gp | 0.299 | 2210 | 0.489 | 0.694 |
| 2_1_floorplan | 0.978 | 1950 | 0.469 | 0.604 |
| 6_report | 0.157 | 2380 | 0.502 | 1.02 |
| 4_1_cts | 0.0526 | 2320 | 0.502 | 1.00 |
registers in the layout, summed over array words and instances, names as in the netlist:
name      cells
head          3
FREESLOT     24
tail          3
report_power, final:
group | switching [mW] | internal, mW
combinational | 0.157 | 0.153
clock | 0.132 | 0.163
sequential | 0.0267 | 0.385
cell families after synthesis:
family | Yosys count
flip-flops | 30
AND/OR/NAND/NOR | 82
multiplexers | 16
buffers and inverters | 23
adder cells (fa/ha/maj) | 15
XOR/XNOR | 4
AND-OR/OR-AND | 42
per-layer routing:
layer | vias up | part of all wire | track usage
met4 | 0 | 0.017 | 0.00905
met5 | - | 0 | 0
met2 | 43 | 0.44 | 0.0997
met1 | 784 | 0.48 | 0.0928
li1 | 779 | - | -
met3 | 7 | 0.060 | 0.0170
what timing repair did:
action,4_1_cts,5_1_grt
setup buffers,1,2
gates cloned,0,1
gates resized,1,6
pin swaps,1,1
endpoints found under the setup margin,2,3
cell type report:
class                           instances  share of cell area
Multi-Input combinational cell        160               0.474
Clock inverter                          1             0.00210
Inverter                                9              0.0142
Timing Repair Buffer                   19              0.0797
Tap cell                              133              0.0698
Sequential cell                        30               0.324
Clock buffer                            7              0.0362
path summary, 6_finish.rpt:
path                       slack (ns)      startpoint             end  cells after the start
max                              0.16         head[0]       free_1[0]                      7
min                              0.50  FREESLOT[6][1]  FREESLOT[6][1]                      2
max reg2reg                      1.68         tail[0]  FREESLOT[6][0]                      7
min reg2reg                      0.50  FREESLOT[6][1]  FREESLOT[6][1]                      2
max in group asynchronous        2.30             rst  FREESLOT[4][2]                      3
min in group asynchronous        0.78             rst  FREESLOT[1][2]                      3
synthesized netlist by cell type (all sizes together) (2+ instances only):
cell     instances  area (um^2)
a2111oi          2         42.5
a21oi           11         55.1
a222oi           4         40.0
a22oi            8         60.1
a31oi            6         37.5
buf              3         23.8
clkbuf          11         41.3
dfrtp           15          375
dfstp           15          394
ha              15          188
inv              9         33.8
mux2             5         63.8
mux2i           11          110
nand2           39          146
nand3           28          140
nor2            13         48.8
nor2b            2         12.5
o21ai            3         15.0
xnor2            3         26.3
critical path, stage by stage (launching register included):
cell and delay (ns):
dfrtp_1 0.48, ha_4 0.23, xor2_4 0.29, mux2_4 0.33, a22oi_1 0.19, a31oi_1 0.10, mux2_4 0.26, clkdlybuf4s50_1 0.40
Power is estimated from default activity; no workload was simulated.
